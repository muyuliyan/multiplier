<file path="design/flow/config.mk">
export PLATFORM = sky130hd
export DESIGN_NAME = CarryLookAheadAdder
export DESIGN_NICKNAME = CarryLookAheadAdder
export VERILOG_FILES = /design/flow/design.v
export SDC_FILE = /design/flow/constraint.sdc
export NUM_CORES = 4
export LEC_CHECK = 1
export CORE_AREA = 10 10 119 119
export DIE_AREA = 0 0 129 129
</file>
<file path="design/flow/constraint.sdc">
current_design CarryLookAheadAdder

set clk_period 35.1
set clk_io_pct 0.2

create_clock -name clk0 -period $clk_period

set non_clock_inputs [all_inputs -no_clocks]
set_input_delay [expr $clk_period * $clk_io_pct] -clock clk0 $non_clock_inputs
set_output_delay [expr $clk_period * $clk_io_pct] -clock clk0 [all_outputs]
</file>
<file path="design/flow/design.v">
module CarryLookAheadAdder (
    input [65:0] A,
    input [65:0] B,
    output [65:0] Sum
);
    localparam NUM_4BIT_GROUPS = 16;
    localparam NUM_2BIT_GROUP = 1;
    localparam TOTAL_GROUPS = NUM_4BIT_GROUPS + NUM_2BIT_GROUP;
    wire [TOTAL_GROUPS:0] C;    
    wire [TOTAL_GROUPS-1:0] GG, PG;  
    assign C[0] = 1'b0;   
    genvar i;
    generate
        for (i=0; i<NUM_4BIT_GROUPS; i=i+1) begin: group_4bit
            wire [3:0] A_part = A[i*4 +3 : i*4];
            wire [3:0] B_part = B[i*4 +3 : i*4];
            wire [3:0] G = A_part & B_part;
            wire [3:0] P = A_part ^ B_part;
            assign GG[i] = G[3] | (P[3] & G[2]) | 
                         (P[3] & P[2] & G[1]) | 
                         (P[3] & P[2] & P[1] & G[0]);
            assign PG[i] = &P;   
            wire c1 = G[0] | (P[0] & C[i]);
            wire c2 = G[1] | (P[1] & c1);
            wire c3 = G[2] | (P[2] & c2);
            assign Sum[i*4 +0] = P[0] ^ C[i];
            assign Sum[i*4 +1] = P[1] ^ c1;
            assign Sum[i*4 +2] = P[2] ^ c2;
            assign Sum[i*4 +3] = P[3] ^ c3;
        end
    endgenerate
    wire [1:0] A_rest = A[65:64];
    wire [1:0] B_rest = B[65:64];
    wire [1:0] G_rest = A_rest & B_rest;
    wire [1:0] P_rest = A_rest ^ B_rest;
    assign GG[16] = G_rest[1] | (P_rest[1] & G_rest[0]);
    assign PG[16] = &P_rest;
    wire c_rest = G_rest[0] | (P_rest[0] & C[16]);
    assign Sum[64] = P_rest[0] ^ C[16];
    assign Sum[65] = P_rest[1] ^ c_rest;
    generate
        for (i=0; i<TOTAL_GROUPS; i=i+1) begin: carry_chain
            assign C[i+1] = GG[i] | (PG[i] & C[i]);
        end
    endgenerate
endmodule
</file>
<file path="design/flow/run.sh">
#!/bin/bash
# OpenROAD 26Q1-2900-gdf79404cd8, Yosys 0.63+post, stock flow scripts
make -C /OpenROAD-flow-scripts/flow DESIGN_CONFIG=/design/flow/config.mk WORK_HOME=/design/flow/orfs finish
</file>
==> impl_metrics.py <==
# Synthesis and PnR figures
metrics = {
    "yosys": {
        "common_cells": "64 x sky130_fd_sc_hd__ha_1, 48 x sky130_fd_sc_hd__fa_1, 24 x sky130_fd_sc_hd__a21oi_1, 23 x sky130_fd_sc_hd__a21o_1",
        "synthDistinctLibCells": 31,
        "yosysCellCount": 257,
        "synth_xor_xnor_area_share_pct": 5.92,
        "synthCells": 257,
        "post_synth_main_logic_family": "adder cells",
        "syn_std_cell_area_um2": 2660,
        "synth-compound-area-share_pct": 17.8,
        "synth.area.top_cells": "sky130_fd_sc_hd__fa_1 36%, sky130_fd_sc_hd__ha_1 30%, sky130_fd_sc_hd__a21o_1 6.5%, sky130_fd_sc_hd__a21oi_1 4.5%, sky130_fd_sc_hd__xor2_1 4.3%",
        "summed_standard_cell_area_reported_by_yosys_um2": 2660,
        "synth.area.mux_share_pct": 0,
        "synth_adder_area_share_pct": 66.2,
        "ys_seq_share_pct": 0,
        "synth.avg_cell_area_um2": 10.4,
        "yosysMostFrequentCell": "sky130_fd_sc_hd__ha_1",
        "post-synth-top-area-cell": "sky130_fd_sc_hd__fa_1",
        "share_of_yosys_cell_area_claimed_by_the_top_area_cell_type_pct": 36.1,
        "yosys.area_share.simple_pct": 7.99,
        "yosysWarnings": 0,
    },
    "critical_path": {
        "setup.worst_path.start": "A[5]",
        "cp-end-kind": "primary output",
        "critical_path.max_fanout": 6,
        "cells_along_the_critical_path": "clkdlybuf4s50_1 -> ha_1 -> and4_2 -> a221o_2 -> a211oi_2 -> o21ai_2 -> o21ai_2 -> o211ai_1 -> and2_1 -> fa_1 -> fa_1 -> fa_1 -> xor2_1 -> clkdlybuf4s50_1",
        "setup.worst_path.start_class": "input pin",
        "worstPathRequired_ps": 28080,
        "cp_slowest_cell": "sky130_fd_sc_hd__clkdlybuf4s50_1",
        "critPathKind": "input pin to primary output",
        "timing.critical_path.arrival_ps": 11320,
        "cpPeakStageDelay_ps": 510,
        "crit_top_cell": "sky130_fd_sc_hd__fa_1",
    },
    "cts": {
        "cts_hold_repair.buffers": 0,
        "post_cts_resize_count": 0,
        "cts.repair_timing.setup_buffer_count": 0,
    },
    "grt": {
        "grt_max_degree": 7,
        "grt_pass1_vias": 3032,
        "grt_pass1_wl_mm": 15.1,
        "gr-total-overflow": 0,
        "grt_use_total_pct": 11.3,
        "antenna_found_initial": 0,
    },
    "final_timing": {
        "slew-limit-headroom_pct": 71.0,
        "rsz0062_at_grt": "no",
        "finalSetupTns_ps": 0,
        "fin_crit_sh_pct": 52.3,
        "final-max-slew-violation-count": 0,
        "finalHoldViolations": 0,
        "clock.fmax_mhz": 54.5,
        "worst-slew-pin-transition_ps": 435,
        "total_setup_violations_reported_at_the_end_of_the_flow": 0,
        "final_period_minus_worst_setup_slack_ps": 18340,
    },
    "drt": {
        "first_iter_violations": 57,
        "drtAntennaViolNets": 0,
        "pre_antenna_drt_iters": 4,
        "drc": 0,
        "post_drt_wl_per_cell_um": 15.9,
        "vias_per_cell": 4.52,
        "routed_wl_mm": 9.48,
        "vias": 2703,
        "insertedDiodeCount": 0,
    },
    "pwr": {
        "switching_share_pct": 33.8,
        "power.share.sequential_pct": 0,
        "cellPowerDensity_nw_per_um2": 17.6,
        "power.switching_uw": 28.6,
        "p_clk_share_pct": 0,
        "irDropWorstVdd_mv": 0.00925,
        "comb_power_share_pct": 100.0,
        "internal_power_uw": 56.2,
        "p_leak_nw": 2.13,
    },
    "final_layout": {
        "area_delta_synth_final_pct": 81.2,
        "post_route_cell_area_um2": 4820,
        "clock_buffers": 0,
        "finalNonFillerCells": 598,
        "final.fill_count": 1089,
        "postLayoutCoreUtil_pct": 41.9,
        "final_layout_size_suffix_gt1_share_pct": 2.20,
        "numSequentialCells": 0,
        "flop_area_um2": 0,
    },
    "run_status": {
        "outcome": "finished clean",
    },
    "floorplan": {
        "die_height_um": 129,
        "fp_util_pct": 23.1,
        "die_width_um": 129,
        "num_io_pins": 198,
        "core_region_area_um2": 11500,
        "placement_rows": 39,
        "chip_footprint_um2": 16600,
    },
    "placement": {
        "place_congestion": 0.845,
        "dpl.cell_count": 598,
        "dpl.hpwl_mm": 9.30,
        "port-buffer-count": 198,
        "detailed_place.area_um2": 4820,
    },
    "flow_run": {
        "tool_warnings": 32,
        "max_cap_viol_count": 0,
    },
    "min_path": {
        "min-delay-start": "B[0]",
        "holdCritPathClass": "input pin to primary output",
    },
}
-- final timing paths --
| path | slack, ps | cells after the start | to |
|---|---|---|---|
| max | 16760 | 14 | Sum[63] |
| min | 15080 | 3 | Sum[0] |
-- cells by family after synthesis --
kind of cell / Yosys count
adders and majority gates: 112
AOI/OAI and AO/OA: 71
buffers and inverters: 15
xor gates and xnor gates: 18
and+or+nand+nor: 41
-- power groups by stage --
stage | sequential (mW) | clock, mW | combinational (mW)
after CTS | 0 | 0 | 0.0877
final | 0 | 0 | 0.0849
after global routing | 0 | 0 | 0.0968
-- layout make-up --
class | count | area, µm² | area share (%)
repair buffers | 198 | 1980 | 41.1
well taps | 143 | 179 | 3.71
multi-input cells | 242 | 2610 | 54.0
inverters | 15 | 56.3 | 1.17
-- per-stage QoR --
step / power, mW / setup slack (ps) / hold slack, ps
detailed placement: 0.0869 / 16690 / 15100
finish: 0.0849 / 16760 / 15080
CTS: 0.0877 / 16660 / 15100
floorplan: 0.0236 / 17970 / 14110
global placement: 0.0868 / 16720 / 15090
global route: 0.0968 / 16450 / 15130
-- routing by layer --
metal | GRT usage (%) | share of wire [%] | vias up
met5 | 0 | 0 | -
met4 | 0 | 0 | 0
met3 | 6.21 | 15 | 0
met2 | 18.8 | 46 | 136
met1 | 13.4 | 39 | 1222
li1 | - | - | 1345
-- worst max-delay path: cells and delay by family --
| family | cells | cell delay (ps) |
|---|---|---|
| adder cells (fa/ha/maj) | 4 | 1480 |
| AND-OR/OR-AND | 5 | 1220 |
| buffers and inverters | 2 | 960 |
| AND/OR/NAND/NOR | 2 | 420 |
| XOR/XNOR | 1 | 210 |
-- cells in the final DEF, fill, tap and decap left out --
cell                              synthesis  routed
sky130_fd_sc_hd__inv_1                   15      15
sky130_fd_sc_hd__and3_1                   1       1
sky130_fd_sc_hd__o21ai_0                  6       6
sky130_fd_sc_hd__and4_1                   2       2
sky130_fd_sc_hd__o211ai_1                 3       3
sky130_fd_sc_hd__or2_2                    1       1
sky130_fd_sc_hd__a221o_2                  1       1
sky130_fd_sc_hd__ha_1                    64      64
sky130_fd_sc_hd__nand2_1                 15      15
sky130_fd_sc_hd__nand3b_1                 1       1
sky130_fd_sc_hd__o21bai_1                 1       1
sky130_fd_sc_hd__o21a_1                   2       2
sky130_fd_sc_hd__nand3_1                  5       5
sky130_fd_sc_hd__o21ai_2                  4       4
sky130_fd_sc_hd__fa_1                    48      48
sky130_fd_sc_hd__and4_2                   1       1
sky130_fd_sc_hd__a2bb2oi_1                1       1
sky130_fd_sc_hd__a21oi_2                  1       1
sky130_fd_sc_hd__nor4_1                   1       1
sky130_fd_sc_hd__nor2_1                   4       4
sky130_fd_sc_hd__o21ai_1                  1       1
sky130_fd_sc_hd__nand4_1                  9       9
sky130_fd_sc_hd__xor2_1                  13      13
sky130_fd_sc_hd__o31a_2                   1       1
sky130_fd_sc_hd__o221ai_1                 1       1
sky130_fd_sc_hd__xnor2_1                  5       5
sky130_fd_sc_hd__a21o_1                  23      23
sky130_fd_sc_hd__and2_1                   1       1
sky130_fd_sc_hd__a21oi_1                 24      24
sky130_fd_sc_hd__clkdlybuf4s50_1          0     198
sky130_fd_sc_hd__a211oi_2                 1       1
sky130_fd_sc_hd__a31oi_1                  1       1
Power figures rest on the tool's default switching activity, not on a simulated workload.
